File: design/flow/config.mk
export PLATFORM = sky130hd
export DESIGN_NAME = mux4
export DESIGN_NICKNAME = mux4
export VERILOG_FILES = /design/flow/design.v
export SDC_FILE = /design/flow/constraint.sdc
export NUM_CORES = 4
export LEC_CHECK = 1
export CORE_AREA = 10 10 85 85
export DIE_AREA = 0 0 95 95
File: design/flow/constraint.sdc
current_design mux4

set clk_period 3.1
set clk_io_pct 0.2

create_clock -name clk0 -period $clk_period

set non_clock_inputs [all_inputs -no_clocks]
set_input_delay [expr $clk_period * $clk_io_pct] -clock clk0 $non_clock_inputs
set_output_delay [expr $clk_period * $clk_io_pct] -clock clk0 [all_outputs]
File: design/flow/run.sh
#!/bin/bash
# OpenROAD 26Q1-2900-gdf79404cd8, Yosys 0.63+post, stock flow scripts
make -C /OpenROAD-flow-scripts/flow DESIGN_CONFIG=/design/flow/config.mk WORK_HOME=/design/flow/orfs finish
File: design/flow/design.v
package Pipe_Buf_Reg_PKG;
  typedef struct packed {
    logic [8:0]  Curr_Pc;
    logic [31:0] Curr_Instr;
  } if_id_reg;
  typedef struct packed {
    logic        ALUSrc;
    logic        MemtoReg;
    logic        RegWrite;
    logic        MemRead;
    logic        MemWrite;
    logic [1:0]  ALUOp;
    logic        Branch;
    logic [8:0]  Curr_Pc;
    logic [31:0] RD_One;
    logic [31:0] RD_Two;
    logic [4:0]  RS_One;
    logic [4:0]  RS_Two;
    logic [4:0]  rd;
    logic [31:0] ImmG;
    logic [2:0]  func3;
    logic [6:0]  func7;
    logic [31:0] Curr_Instr;
  } id_ex_reg;
  typedef struct packed {
    logic        RegWrite;
    logic        MemtoReg;
    logic        MemRead;
    logic        MemWrite;
    logic [31:0] Pc_Imm;
    logic [31:0] Pc_Four;
    logic [31:0] Imm_Out;
    logic [31:0] Alu_Result;
    logic [31:0] RD_Two;
    logic [4:0]  rd;
    logic [2:0]  func3;
    logic [6:0]  func7;
    logic [31:0] Curr_Instr;
  } ex_mem_reg;
  typedef struct packed {
    logic        RegWrite;
    logic        MemtoReg;
    logic [31:0] Pc_Imm;
    logic [31:0] Pc_Four;
    logic [31:0] Imm_Out;
    logic [31:0] Alu_Result;
    logic [31:0] MemReadData;
    logic [4:0]  rd;
    logic [31:0] Curr_Instr;
  } mem_wb_reg;
endpackage
package Pipe_Buf_Reg_PKG;
  typedef struct packed {
    logic [8:0]  Curr_Pc;
    logic [31:0] Curr_Instr;
  } if_id_reg;
  typedef struct packed {
    logic        ALUSrc;
    logic        MemtoReg;
    logic        RegWrite;
    logic        MemRead;
    logic        MemWrite;
    logic [1:0]  ALUOp;
    logic        Branch;
    logic        JmpSel;
    logic        JalrSel;
    logic        flag_halt;
    logic [8:0]  Curr_Pc;
    logic [31:0] RD_One;
    logic [31:0] RD_Two;
    logic [4:0]  RS_One;
    logic [4:0]  RS_Two;
    logic [4:0]  rd;
    logic [31:0] ImmG;
    logic [2:0]  func3;
    logic [6:0]  func7;
    logic [31:0] Curr_Instr;
  } id_ex_reg;
  typedef struct packed {
    logic        RegWrite;
    logic        MemtoReg;
    logic        MemRead;
    logic        MemWrite;
    logic        JmpSel;
    logic [31:0] Pc_Imm;
    logic [31:0] Pc_Four;
    logic [31:0] Imm_Out;
    logic [31:0] Alu_Result;
    logic [31:0] RD_Two;
    logic [4:0]  rd;
    logic [2:0]  func3;
    logic [6:0]  func7;
    logic [31:0] Curr_Instr;
  } ex_mem_reg;
  typedef struct packed {
    logic        RegWrite;
    logic        MemtoReg;
    logic        JmpSel;
    logic [31:0] Pc_Imm;
    logic [31:0] Pc_Four;
    logic [31:0] Imm_Out;
    logic [31:0] Alu_Result;
    logic [31:0] MemReadData;
    logic [4:0]  rd;
    logic [31:0] Curr_Instr;
  } mem_wb_reg;
endpackage
`timescale 1ns / 1ps
module mux4 #(
    parameter WIDTH = 32
) (
    input logic [WIDTH-1:0] d00,
    d01,
    d10,
    d11,
    input logic [1:0] s,
    output logic [WIDTH-1:0] y
);
  assign y = (s == 2'b11) ? d11 : (s == 2'b10) ? d10 : (s == 2'b01) ? d01 : d00;
endmodule
==> impl_metrics.json <==
{
  "path_buffers": 3,
  "power_leakage_nw": 0.865,
  "p_comb_share_pct": 100.0,
  "area_delta_synth_final_pct": 203,
  "setup.worst_path.end_class": "primary output",
  "p_sw_share_pct": 18.0,
  "synth_cell_type_count": 5,
  "pwr-share-clk_pct": 0,
  "antenna_cells": 0,
  "p_sw_uw": 60.4,
  "place_congestion": 0.875,
  "intPower_uw": 275,
  "syn_avg_cell_area_um2": 20.9,
  "initCoreUtil_pct": 14.9,
  "grt-ovfl-total": 0,
  "rsz0062_at_grt": "false",
  "pre_cts_ws_ns": 0.296,
  "start_kind": "input port",
  "path_class": "input port to primary output",
  "avgViaCountPerCell": 4.23,
  "cts_resized": 0,
  "chipHeight_um": 95,
  "maxCapViolations": 0,
  "wl_per_cell_um": 19.7,
  "critPathRequiredTime_ns": 2.48,
  "path_cells": "clkdlybuf4s50_1, buf_4, mux4_2, clkdlybuf4s50_1",
  "fin_crit_sh_pct": 89.7,
  "fin_ws_ns": 0.319,
  "seq_area_um2": 0,
  "grt_pass1_wl_um": 7620,
  "finalWirelength_um": 5310,
  "grt_pass1_vias": 1386,
  "ys_seq_share_pct": 0,
  "crit_path_frequent_cell": "clkdlybuf4s50_1",
  "max-vdd-ir-drop_mv": 0.0674,
  "dp_hpwl_um": 5020,
  "crit_fanout": 20,
  "hold_violations": 0,
  "p_total_uw": 336,
  "yosysWarningCount": 0,
  "slew_headroom_pct": 75.4,
  "syn_area_um2": 815,
  "postCtsSetupRepairBufs": 0,
  "slowest_stage": "clkdlybuf4s50_1",
  "period_minus_slack_ns": 2.78,
  "n_clock_buffer": 0,
  "drc": 0,
  "p_per_area_nw_per_um2": 136,
  "drt-initial-drc-count": 8,
  "num_vias": 1142,
  "die-area_um2": 9030,
  "postRouteAntennaNets": 0,
  "synthCells": 39,
  "yosys_area_um2": 815,
  "p_seq_share_pct": 0,
  "max_stage_delay_ns": 0.48,
  "tns_ns": 0,
  "min_from": "s[0]",
  "grt_usage_pct": 11.0,
  "io_buffers": 162,
  "min_to": "y[14]",
  "grt_max_degree": 21,
  "fmax_ghz": 0.360,
  "coreArea_um2": 5470,
  "antenna_found_initial": 0,
  "setup-violations-final": 0,
  "warning_count": 32,
  "tightest_slew_ns": 0.369,
  "first_pass_iters": 4,
  "flops": 0,
  "yosys_cells": 39,
  "crit_cells": 4,
  "die_w_um": 95,
  "num_rows": 27,
  "maxSlewViolCount": 0,
  "final_layout_size_suffix_gt1_share_pct": 17.7,
  "hold-path-cell-count": 4,
  "status": "completed",
  "cp_data_arrival_time_ns": 2.16,
  "crit_family": "buffers and inverters",
  "hold_path_class": "input port to primary output",
  "cts_hold_buf": 0,
  "boundaryPins": 162
}
## how the worst max path moves through the flow
stage | to | startpoint | slack (ns)
after CTS | y[8] | s[1] | 0.30
after global routing | y[6] | s[1] | 0.20
final | y[7] | s[1] | 0.32
## cells by family after synthesis
kind of cell / Yosys count / share of synthesized area (%)
multiplexers: 32 / 89.4
buffers and inverters: 7 / 10.6
## Yosys cell counts
| cell | n | area [um2] |
|---|---|---|
| mux4_1 | 2 | 52.6 |
| mux4_2 | 30 | 676 |
| buf_2 | 3 | 15.0 |
| buf_12 | 3 | 60.1 |
| buf_6 | 1 | 11.3 |
## metal layers
metal / track usage (%) / vias to the layer above / wire length [um]
met5: 0 / - / 0
met4: 0.499 / 0 / 21
met3: 5.29 / 2 / 652
met2: 20.0 / 81 / 2850
met1: 11.8 / 533 / 1790
li1: - / 526 / -
## power groups by stage
stage	Sequential (mW)	Clock [mW]	Combinational (mW)
after global routing	0	0	0.362
after CTS	0	0	0.343
final	0	0	0.336
## area by class of cell
cell class / count / area [um2]
tap: 72 / 90.1
timing repair buffer: 166 / 1650
fill: 517 / 3010
multi-input combinational: 32 / 728
## metrics by stage
stage,util (%),hold slack [ns],std cells,cell area [um2]
2_1_floorplan,-,1.33,39,815
3_3_place_gp,45.0,2.30,270,2460
3_5_place_dp,45.0,2.31,270,2460
4_1_cts,45.0,2.31,270,2460
5_1_grt,45.0,2.36,270,2460
6_report,45.0,2.28,270,2460
## layout by cell type, fill, tap and decap left out, drive strengths merged
cell | netlist | layout
clkdlybuf4s50 | 0 | 161
mux4 | 32 | 32
buf | 7 | 5
## worst min-delay path: stages
cell,delay [ns]
buf_2,0.09
buf_4,0.23
mux4_2,0.25
clkdlybuf4s50_1,0.46
Power figures rest on the tool's default switching activity, not on a simulated workload.
