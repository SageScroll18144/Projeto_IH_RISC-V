==> design.v <==
package Pipe_Buf_Reg_PKG;
  typedef struct packed {
    logic [8:0]  Curr_Pc;
    logic [31:0] Curr_Instr;
  } if_id_reg;
  typedef struct packed {
    logic        ALUSrc;
    logic        MemtoReg;
    logic        RegWrite;
    logic        MemRead;
    logic        MemWrite;
    logic [1:0]  ALUOp;
    logic        Branch;
    logic [8:0]  Curr_Pc;
    logic [31:0] RD_One;
    logic [31:0] RD_Two;
    logic [4:0]  RS_One;
    logic [4:0]  RS_Two;
    logic [4:0]  rd;
    logic [31:0] ImmG;
    logic [2:0]  func3;
    logic [6:0]  func7;
    logic [31:0] Curr_Instr;
  } id_ex_reg;
  typedef struct packed {
    logic        RegWrite;
    logic        MemtoReg;
    logic        MemRead;
    logic        MemWrite;
    logic [31:0] Pc_Imm;
    logic [31:0] Pc_Four;
    logic [31:0] Imm_Out;
    logic [31:0] Alu_Result;
    logic [31:0] RD_Two;
    logic [4:0]  rd;
    logic [2:0]  func3;
    logic [6:0]  func7;
    logic [31:0] Curr_Instr;
  } ex_mem_reg;
  typedef struct packed {
    logic        RegWrite;
    logic        MemtoReg;
    logic [31:0] Pc_Imm;
    logic [31:0] Pc_Four;
    logic [31:0] Imm_Out;
    logic [31:0] Alu_Result;
    logic [31:0] MemReadData;
    logic [4:0]  rd;
    logic [31:0] Curr_Instr;
  } mem_wb_reg;
endpackage
package Pipe_Buf_Reg_PKG;
  typedef struct packed {
    logic [8:0]  Curr_Pc;
    logic [31:0] Curr_Instr;
  } if_id_reg;
  typedef struct packed {
    logic        ALUSrc;
    logic        MemtoReg;
    logic        RegWrite;
    logic        MemRead;
    logic        MemWrite;
    logic [1:0]  ALUOp;
    logic        Branch;
    logic        JmpSel;
    logic        JalrSel;
    logic        flag_halt;
    logic [8:0]  Curr_Pc;
    logic [31:0] RD_One;
    logic [31:0] RD_Two;
    logic [4:0]  RS_One;
    logic [4:0]  RS_Two;
    logic [4:0]  rd;
    logic [31:0] ImmG;
    logic [2:0]  func3;
    logic [6:0]  func7;
    logic [31:0] Curr_Instr;
  } id_ex_reg;
  typedef struct packed {
    logic        RegWrite;
    logic        MemtoReg;
    logic        MemRead;
    logic        MemWrite;
    logic        JmpSel;
    logic [31:0] Pc_Imm;
    logic [31:0] Pc_Four;
    logic [31:0] Imm_Out;
    logic [31:0] Alu_Result;
    logic [31:0] RD_Two;
    logic [4:0]  rd;
    logic [2:0]  func3;
    logic [6:0]  func7;
    logic [31:0] Curr_Instr;
  } ex_mem_reg;
  typedef struct packed {
    logic        RegWrite;
    logic        MemtoReg;
    logic        JmpSel;
    logic [31:0] Pc_Imm;
    logic [31:0] Pc_Four;
    logic [31:0] Imm_Out;
    logic [31:0] Alu_Result;
    logic [31:0] MemReadData;
    logic [4:0]  rd;
    logic [31:0] Curr_Instr;
  } mem_wb_reg;
endpackage
`timescale 1ns / 1ps
module alu#(
        parameter DATA_WIDTH = 32,
        parameter OPCODE_LENGTH = 4
        )
        (
        input logic [DATA_WIDTH-1:0]    SrcA,
        input logic [DATA_WIDTH-1:0]    SrcB,
        input logic [OPCODE_LENGTH-1:0]    Operation,
        input logic [8:0] Pc4,
        output logic[DATA_WIDTH-1:0] ALUResult
        );
        always_comb
        begin
            case(Operation)
                4'b0111: begin  
                        ALUResult = SrcA >>> (SrcB-1024);
                end
                4'b0000:         
                        ALUResult = SrcA & SrcB;
                4'b0001:     
                        ALUResult = SrcA ^ SrcB; 
                4'b0010:         
                        ALUResult = SrcA - SrcB;
                4'b0011:            
                        ALUResult = SrcA | SrcB;  
                4'b0100:     
                        ALUResult = SrcA + SrcB;
                4'b1000:         
                        ALUResult = (SrcA == SrcB) ? 1 : 0;   
                4'b1001:  
                        ALUResult = SrcA << SrcB;
                4'b1100: begin 
                        ALUResult = SrcA >> SrcB;
                end
                4'b1010:  
                        ALUResult = SrcB;
                4'b1110:  
                        ALUResult = (SrcA < SrcB) ? 1 : 0; 
                4'b0110:  
                        ALUResult = (SrcA != SrcB) ? 1 : 0;
                4'b0101:  
                        ALUResult = ((SrcA >= SrcB)) ? 1 : 0;
                4'b1101:   
                        ALUResult = (SrcA < SrcB) ? 1 : 0;
                default:
                        ALUResult = 0;
            endcase
        end
endmodule
==> run.sh <==
#!/bin/bash
# OpenROAD 26Q1-2900-gdf79404cd8, Yosys 0.63+post, stock flow scripts
make -C /OpenROAD-flow-scripts/flow DESIGN_CONFIG=/design/flow/config.mk WORK_HOME=/design/flow/orfs finish
==> config.mk <==
export PLATFORM = sky130hd
export DESIGN_NAME = alu
export DESIGN_NICKNAME = alu
export VERILOG_FILES = /design/flow/design.v
export SDC_FILE = /design/flow/constraint.sdc
export NUM_CORES = 4
export LEC_CHECK = 1
export CORE_UTILIZATION = 50
==> constraint.sdc <==
current_design alu

set clk_period 13.5
set clk_io_pct 0.2

create_clock -name clk0 -period $clk_period

set non_clock_inputs [all_inputs -no_clocks]
set_input_delay [expr $clk_period * $clk_io_pct] -clock clk0 $non_clock_inputs
set_output_delay [expr $clk_period * $clk_io_pct] -clock clk0 [all_outputs]
==> impl_results.rst <==
Implementation results
======================

.. list-table::
   :header-rows: 1

   * - Metric
     - Value
   * - Run status
     - completed
   * - PortBufs
     - roughly 100
   * - Final design utilization
     - a little under three fifths
   * - Global Route Usage Sum
     - about 46%
   * - Global route overflow
     - 0
   * - Fill cells
     - between 1500 and 2000
   * - Worst hold slack after final layout
     - ~6.5 ns
   * - Share of the synthesized area in the top cell type
     - between 10% and 20%
   * - Worst-case hold path end point
     - ALUResult[1]
   * - Yosys cell count
     - about 1400
   * - Core Area
     - roughly 19000 um^2
   * - ANT nets after route
     - 0
   * - Combinational gate area
     - about 8700 um^2
   * - Number of different library cells in the post-synthesis netlist
     - 82
   * - VDD IR-drop max
     - approximately 22 uV
   * - Endpoint arrival time on the critical path
     - about 7.5 ns
   * - Count of clock-net buffers in the final layout
     - 0
   * - Yosys-reported design area after synthesis
     - about 9500 um^2
   * - Final period util
     - about 76%
   * - Num rows
     - about 50
   * - Aggregate routed wire length
     - ~44000 um
   * - Fraction of the core area occupied by cells at floorplan
     - 51.0%
   * - Non-Filler Cell Area, Final
     - 10500 um^2
   * - Worst Hold Path Cells
     - 4
   * - Drc violations
     - 0
   * - Total Negative Setup Slacks
     - 0 ns
   * - Die boundary width
     - 140 um
   * - Post-CTS setup buffer count
     - 0
   * - Final setup violating endpoints
     - 0
   * - Sequential cell count
     - 0
   * - Leakage power figure
     - about 4.1 nW
   * - Number of buffers inserted for hold repair after clock tree synthesis
     - 0
   * - Sw Pwr
     - between 0.0002 and 0.0003 W
   * - Number of top-level design ports
     - between 100 and 150
   * - Proportion of synthesized chip area in sequential cells
     - 0%
   * - Path type of the worst min-delay path
     - in -> out
   * - Start point of the critical path
     - SrcB[4]
   * - Worst Path Required
     - approximately 11 ns
   * - Peak clock frequency supported by timing
     - 97.8 MHz
   * - Mean routed wirelength per cell
     - ~27 um
   * - Signed area change from the synthesized netlist to the final layout
     - 10.6%
   * - Area after DPL
     - approximately 11000 um^2
   * - Number of antenna violations at the first check in global routing
     - 0
   * - Initial DRC Count
     - about 1600
   * - Unrepaired setup endpoints after global routing
     - no
   * - Post-synthesis average cell area
     - approximately 6.7 um^2
   * - Leading cell types by total area after synthesis
     - sky130_fd_sc_hd__ha_1 13%, sky130_fd_sc_hd__mux4_2 10%, sky130_fd_sc_hd__a21oi_1 6.2%, sky130_fd_sc_hd__nor2_1 6.2%, sky130_fd_sc_hd__nand2_1 5.3%
   * - DR vias
     - 12029
   * - Vias/cell
     - 7.22
   * - Storage cell area
     - 0 um^2
   * - Internal power
     - roughly 0.00017 W
   * - Critical path class
     - in -> out
   * - Placer's final routability congestion estimate
     - 1.07
   * - Area enclosed by the die boundary
     - around 20000 um^2
   * - Slew at the pin closest to its max-slew limit
     - between 0.9 and 1 ns
   * - Startpoint of the lowest-slack hold path
     - SrcB[3]
   * - Synthesis warning total
     - 1
   * - HPWL after detailed placement
     - 34200 um
   * - Number of violations of the max-capacitance limit
     - 0
   * - Cell area after technology mapping
     - around 9500 um^2
   * - Relative slew slack
     - around a third
   * - Share of final-layout standard cells stronger than drive strength 1
     - 7.83%
   * - Power Dens Cells
     - just over 40 nW/um^2
   * - Number of detailed-routing iterations run before antenna repair
     - 6
   * - Endpoint kind of the worst setup timing path
     - primary output
   * - Highest net fanout along the worst path
     - just over 60
   * - Largest net degree at the start of global routing
     - ~65
   * - Switching Fraction
     - 61.5%
   * - Final-report max-slew violation count
     - 0
   * - Startpoint class of the critical path
     - input pin
   * - Post-layout minimum cycle time
     - 10.23 ns
   * - Library cell with the largest summed area after synthesis
     - sky130_fd_sc_hd__ha_1
   * - Number of global-route vias before repair
     - roughly 11000
   * - Tool Warnings
     - around 110
   * - Count of endpoints failing hold in the final timing report
     - 0
   * - Cell resize tally after clock tree synthesis
     - 0
   * - Post-Syn Instances
     - 1425
   * - Vertical die size
     - around 140 um
   * - Wire length of the first global-routing pass
     - between 60000 and 70000 um
## worst max-delay path: stages
cell	delay, ns
sky130_fd_sc_hd__buf_2	0.08
sky130_fd_sc_hd__buf_4	0.52
sky130_fd_sc_hd__inv_1	0.52
sky130_fd_sc_hd__ha_1	0.62
sky130_fd_sc_hd__nor2_1	0.07
sky130_fd_sc_hd__a221oi_1	0.42
sky130_fd_sc_hd__nand2_1	0.15
sky130_fd_sc_hd__a21oi_1	0.46
sky130_fd_sc_hd__a211oi_1	0.20
sky130_fd_sc_hd__nor3_1	0.39
sky130_fd_sc_hd__o221ai_1	0.39
sky130_fd_sc_hd__o221a_2	0.38
sky130_fd_sc_hd__o21ai_1	0.14
sky130_fd_sc_hd__clkdlybuf4s50_1	0.47
## per-stage QoR
stage / total power, W / setup slack [ns] / instances
finish: 0.000433 / 3.27 / 1665
global route: 0.000461 / 3.03 / 1664
CTS: 0.000417 / 3.48 / 1664
detailed placement: 0.000415 / 3.48 / 1664
global placement: 0.000414 / 3.49 / 1664
floorplan: 0.000259 / 4.67 / 1425
## logic make-up after synthesis
group	share of synthesized area [%]
AND-OR/OR-AND	38.0
multiplexers	17.1
buffers and inverters	9.06
AND/OR/NAND/NOR	22.2
XOR/XNOR	0.553
adder cells (fa/ha/maj)	13.1
## final cells by class
type | count | area share (%)
Inverter | 97 | 3.47
Antenna cell | 1 | 0.0238
Tap cell | 234 | 2.79
Multi-Input combinational cell | 1208 | 82.6
Timing Repair Buffer | 125 | 11.1
## per-layer routing
layer / vias to the layer above / wire length [um] / global-route usage, %
met1: 5620 / 18500 / 68.5
met5: - / 0 / 0
met2: 877 / 18200 / 65.1
met4: 0 / 1790 / 15.3
met3: 114 / 5910 / 11.3
li1: 5418 / - / -
## layout by cell type, fill, tap and decap left out, drive strengths merged, types with 6 or more instances in the layout
master	count
o22ai	23
mux2	16
inv	97
buf	30
nand4	14
or2	6
o21a	6
o211ai	30
a211oi	34
a21oi	119
nand2b	13
mux4	43
nor2	156
nor4	21
a221o	11
o221ai	20
ha	96
clkdlybuf4s50	95
nand3	20
mux2i	48
a221oi	31
a31oi	21
nand2	136
nor3	43
a211o	8
o21bai	14
o21ai	120
a21o	22
o31ai	10
and2	7
or3	6
nor2b	13
or4	6
a22oi	18
a2111oi	8
## how the worst max path moves through the flow
| stage | endpoint | slack [ns] |
|---|---|---|
| final | ALUResult[28] | 3.27 |
| after global routing | ALUResult[28] | 3.03 |
| after CTS | ALUResult[25] | 3.48 |
## synthesized netlist by cell type, types with 20 or more instances
cell,count
sky130_fd_sc_hd__nor2_1,156
sky130_fd_sc_hd__a221oi_1,30
sky130_fd_sc_hd__o211ai_1,30
sky130_fd_sc_hd__a211oi_1,34
sky130_fd_sc_hd__a21oi_1,118
sky130_fd_sc_hd__inv_1,88
sky130_fd_sc_hd__ha_1,96
sky130_fd_sc_hd__o21ai_1,32
sky130_fd_sc_hd__nor3_1,41
sky130_fd_sc_hd__nand2_1,135
sky130_fd_sc_hd__a31oi_1,21
sky130_fd_sc_hd__mux2i_1,48
sky130_fd_sc_hd__mux4_2,43
sky130_fd_sc_hd__o22ai_1,23
sky130_fd_sc_hd__clkbuf_1,80
sky130_fd_sc_hd__o221ai_1,20
sky130_fd_sc_hd__nand3_1,20
sky130_fd_sc_hd__a21o_1,22
sky130_fd_sc_hd__o21ai_0,88
## power groups by stage
stage	combinational [W]	sequential [W]	clock, W
after CTS	0.000417	0	0
after global routing	0.000461	0	0
No activity file was given, so power comes from the tool's default toggle rates.
