==> /design/flow/config.mk <==
export PLATFORM = sky130hd
export DESIGN_NAME = RegFile
export DESIGN_NICKNAME = RegFile
export VERILOG_FILES = /design/flow/design.v
export SDC_FILE = /design/flow/constraint.sdc
export NUM_CORES = 4
export LEC_CHECK = 1
export CORE_UTILIZATION = 40
==> /design/flow/constraint.sdc <==
current_design RegFile

set clk_period 11.7
set clk_io_pct 0.2

create_clock -name clk0 -period $clk_period [get_ports {clk}]

set non_clock_inputs [all_inputs -no_clocks]
set_input_delay [expr $clk_period * $clk_io_pct] -clock clk0 $non_clock_inputs
set_output_delay [expr $clk_period * $clk_io_pct] -clock clk0 [all_outputs]
==> /design/flow/design.v <==
package Pipe_Buf_Reg_PKG;
  typedef struct packed {
    logic [8:0]  Curr_Pc;
    logic [31:0] Curr_Instr;
  } if_id_reg;
  typedef struct packed {
    logic        ALUSrc;
    logic        MemtoReg;
    logic        RegWrite;
    logic        MemRead;
    logic        MemWrite;
    logic [1:0]  ALUOp;
    logic        Branch;
    logic [8:0]  Curr_Pc;
    logic [31:0] RD_One;
    logic [31:0] RD_Two;
    logic [4:0]  RS_One;
    logic [4:0]  RS_Two;
    logic [4:0]  rd;
    logic [31:0] ImmG;
    logic [2:0]  func3;
    logic [6:0]  func7;
    logic [31:0] Curr_Instr;
  } id_ex_reg;
  typedef struct packed {
    logic        RegWrite;
    logic        MemtoReg;
    logic        MemRead;
    logic        MemWrite;
    logic [31:0] Pc_Imm;
    logic [31:0] Pc_Four;
    logic [31:0] Imm_Out;
    logic [31:0] Alu_Result;
    logic [31:0] RD_Two;
    logic [4:0]  rd;
    logic [2:0]  func3;
    logic [6:0]  func7;
    logic [31:0] Curr_Instr;
  } ex_mem_reg;
  typedef struct packed {
    logic        RegWrite;
    logic        MemtoReg;
    logic [31:0] Pc_Imm;
    logic [31:0] Pc_Four;
    logic [31:0] Imm_Out;
    logic [31:0] Alu_Result;
    logic [31:0] MemReadData;
    logic [4:0]  rd;
    logic [31:0] Curr_Instr;
  } mem_wb_reg;
endpackage
package Pipe_Buf_Reg_PKG;
  typedef struct packed {
    logic [8:0]  Curr_Pc;
    logic [31:0] Curr_Instr;
  } if_id_reg;
  typedef struct packed {
    logic        ALUSrc;
    logic        MemtoReg;
    logic        RegWrite;
    logic        MemRead;
    logic        MemWrite;
    logic [1:0]  ALUOp;
    logic        Branch;
    logic        JmpSel;
    logic        JalrSel;
    logic        flag_halt;
    logic [8:0]  Curr_Pc;
    logic [31:0] RD_One;
    logic [31:0] RD_Two;
    logic [4:0]  RS_One;
    logic [4:0]  RS_Two;
    logic [4:0]  rd;
    logic [31:0] ImmG;
    logic [2:0]  func3;
    logic [6:0]  func7;
    logic [31:0] Curr_Instr;
  } id_ex_reg;
  typedef struct packed {
    logic        RegWrite;
    logic        MemtoReg;
    logic        MemRead;
    logic        MemWrite;
    logic        JmpSel;
    logic [31:0] Pc_Imm;
    logic [31:0] Pc_Four;
    logic [31:0] Imm_Out;
    logic [31:0] Alu_Result;
    logic [31:0] RD_Two;
    logic [4:0]  rd;
    logic [2:0]  func3;
    logic [6:0]  func7;
    logic [31:0] Curr_Instr;
  } ex_mem_reg;
  typedef struct packed {
    logic        RegWrite;
    logic        MemtoReg;
    logic        JmpSel;
    logic [31:0] Pc_Imm;
    logic [31:0] Pc_Four;
    logic [31:0] Imm_Out;
    logic [31:0] Alu_Result;
    logic [31:0] MemReadData;
    logic [4:0]  rd;
    logic [31:0] Curr_Instr;
  } mem_wb_reg;
endpackage
`timescale 1ns / 1ps
module RegFile #(
    parameter DATA_WIDTH = 32,   
    parameter ADDRESS_WIDTH = 5,   
    parameter NUM_REGS = 32
) (
    input clk,   
    input rst,   
    input rg_wrt_en,   
    input  [ADDRESS_WIDTH-1:0] rg_wrt_dest,  
    input [ADDRESS_WIDTH-1:0] rg_rd_addr1,   
    input [ADDRESS_WIDTH-1:0] rg_rd_addr2,   
    input  [DATA_WIDTH-1:0] rg_wrt_data,  
    output logic [DATA_WIDTH-1:0] rg_rd_data1,   
    output logic [DATA_WIDTH-1:0] rg_rd_data2    
);
  integer i;
  logic [DATA_WIDTH-1:0] register_file[NUM_REGS-1:0];
  always @(negedge clk) begin
    if (rst == 1'b1) for (i = 0; i < NUM_REGS; i = i + 1) register_file[i] <= 0;
    else if (rst == 1'b0 && rg_wrt_en == 1'b1) begin
      register_file[rg_wrt_dest] <= rg_wrt_data;
    end
  end
  assign rg_rd_data1 = register_file[rg_rd_addr1];
  assign rg_rd_data2 = register_file[rg_rd_addr2];
endmodule
==> /design/flow/run.sh <==
#!/bin/bash
# OpenROAD 26Q1-2900-gdf79404cd8, Yosys 0.63+post, stock flow scripts
make -C /OpenROAD-flow-scripts/flow DESIGN_CONFIG=/design/flow/config.mk WORK_HOME=/design/flow/orfs finish
==> run notes <==
Implementation numbers.

- The total overflow left after global routing is 0.
- The arrival time of data at the worst endpoint is listed as 8.65 ns.
- After its last routability iteration, the placer logged a weighted congestion of 0.9273.
- Per the CTS log, the root buffer master is sky130_fd_sc_hd__clkbuf_16.
- The first-pass iteration count of the detailed router is 6.
- The analysis attributes to cell leakage a power of 30.07 nW.
- The warning tally printed by Yosys for this design is 1.
- The first global-routing pass estimated 279500 microns of wire.
- STA classifies the critical path startpoint as a register.
- The analysis reports a worst IR drop on VDD of 0.0001270 V.
- The maximum number of pins on one net before global-route repair is 95.
- The standard cell core area is 0.1395 sq mm.
- Summed over all failing endpoints, the final setup total negative slack is 0 ns.
- The synthesis report lists the most area-consuming cells as sky130_fd_sc_hd__edfxtp_1 (55%), sky130_fd_sc_hd__mux2i_1 (18%), sky130_fd_sc_hd__and2_1 (11%).
- The reported max-cap violation count is 0.
- The kind of critical path is register to output port.
- sky130_fd_sc_hd__and2_1 is the most common cell in the netlist.
- The all-layer global routing usage is 29.32%.
- The number of warnings in the stage logs is 1027.
- The flow reported a cell area power density of 158.7 mW/mm^2.
- For this run, the final setup violation count is recorded as 0.
- The largest registers in the layout are register_file: 1024 flops.
- The total cell area reported by yosys after synthesis is 0.05620 sq mm.
- The clock drives 1024 sinks.
- The total number of vias is 41624.
- The data required time at the worst endpoint is 9.36 ns.
- The TritonCTS clock tree is done.
- The worst hold path class is primary input to output port.
- The pre-CTS setup check shows a worst slack of 0.6647 ns.
- Detailed placement finished with a half-perimeter wire length of 110900 microns.
- Of all flip-flops after synthesis, the portion carrying an async set or reset was 0%.
- In this run, synthesis produced a sequential element count of 1024.
- The average wire length per cell after detail routing is 25.66 microns.
- In this run, synthesis inferred 1024 flip-flops with an integrated enable.
- The cell accounting for the most synthesized area is sky130_fd_sc_hd__edfxtp_1.
- Max-slew check failures listed in the final report amount to 0.
- The clock transition at the register clock pins on the worst setup and hold paths after CTS is 0.03 ns.
- The transition time recorded at the tightest slew-check pin is 0.7993 ns.
- The report puts the hold buffer count at CTS at 0.
- The end of the critical path is rg_rd_data2[5].
- The H-tree level count is 3.
- The count of port buffers added during placement is 113.
- Per the post-route antenna check, the number of violating nets is 0.
- The slack of the critical path is 0.7106 ns.
- The die height is 376.8 microns.
- The area of the mapped netlist is 0.05620 sq mm.
- The maximum count of clock buffers along a single path is 3.
- In the final report, the number of hold violations comes to 0.
- The register containing the most flip-flops in the final layout is register_file.
- The max-slew headroom at the worst pin is 46.71%.
- The register with the most flip-flops in the layout has 1024 of them.
- The initial standard-cell utilization of the core is 40.28%.
- The area growth from synthesis to layout is 19.72%.
- In this run, the number of DRC markers left after iteration 0 of detailed routing was 2610.
- The via count of the first global-routing pass came to 44343.
- The total of cells resized after clock tree synthesis is 0.
- The I/O pin count is 114.
- The die is 376.8 microns wide.
- The number of buffers inserted by post-CTS setup repair is 0.
- The critical path starts at register_file[7][5].
- The number of distinct library cells after synthesis is 31.
- The number of antenna violations at the first check in global routing is 12.
- After technology mapping, the gate count stands at 4641.
- The area of the die is 0.1420 sq mm.
- Sorting the synthesized cells by how often they occur yields sky130_fd_sc_hd__and2_1 (1026), sky130_fd_sc_hd__edfxtp_1 (1024), sky130_fd_sc_hd__mux2i_1 (1024), sky130_fd_sc_hd__clkbuf_1 (247), sky130_fd_sc_hd__nand2_1 (196).
- The number of buffers created by CTS is 118.
- Setup repair after global routing left no endpoint under its margin.
- After floorplanning, the core was divided into 137 placement rows.
- The main flop type after synthesis is sky130_fd_sc_hd__edfxtp_1.
- The fraction of layout cells with a size suffix above 1 is 7.758%.
- The post-synthesis cell count from yosys is 4641.
- The wire length reported by the detailed router is 195100 microns.
- The critical path maximum fanout is 2.
- The script logs the ratio of routed vias to standard cells as 5.474.
- The endpoint type of the worst setup path is an output port.
- The sequential-to-total area share from yosys stat is 54.72%.
- The run finished with clean final reports.
- Per the post-synthesis stats, the area per cell is 12.11 sq um.
- The share of the synthesized area in the top cell type is 54.72%.
- The number of remaining DRC errors is 0.
## cell usage in the layout, fill, tap and decap left out, drive strengths merged
cell type,netlist,final
and2,1026,1026
nor2,36,36
or3b,2,2
edfxtp,1024,1024
buf,179,182
mux2i,1024,1024
nand2b,5,5
inv,1,1067
a31oi,64,64
clkdlybuf4s50,0,111
nor3,64,64
diode,0,5
clkinv,0,4
bufinv,0,23
nand3b,4,4
nor2b,5,5
a21oi,192,192
a22o,128,128
nand3,194,194
clkbuf,269,119
clkinvlp,0,25
nand2,196,196
or2,34,34
a22oi,192,192
or3,2,2
## area by class of cell
| cell class | instances | area [sq um] |
|---|---|---|
| antenna | 5 | 12.51 |
| clock buffer | 119 | 2978 |
| clock inverter | 1119 | 4918 |
| fill | 12257 | 72250 |
| multi-input combinational | 3168 | 23430 |
| sequential | 1024 | 30750 |
| tap | 1876 | 2347 |
| timing repair buffer | 293 | 2843 |
## layer usage
layer,vias up,track usage [%],part of all wire [%]
li1,18990,-,-
met1,20072,34.53,37
met2,2102,41.74,45
met3,436,19.35,14
met4,24,13.78,4.1
met5,-,2.710,0.31
## worst max-delay path, stage by stage, from the launching register on
cell	delay [ns]
sky130_fd_sc_hd__edfxtp_1	0.38
sky130_fd_sc_hd__mux2i_1	0.16
sky130_fd_sc_hd__a22o_1	0.18
sky130_fd_sc_hd__nor3_1	0.08
sky130_fd_sc_hd__a31oi_1	0.43
sky130_fd_sc_hd__nand3_1	0.34
sky130_fd_sc_hd__clkdlybuf4s50_1	0.50
## cell families (layout without fill, tap and decap cells)
kind of cell	after synthesis	count (layout)	synth area share (%)
flip-flops	1024	1024	54.72
AND-OR/OR-AND	576	576	6.982
AND/OR/NAND/NOR	1568	1568	16.10
other	0	5	0
multiplexers	1024	1024	18.24
buffers and inverters	449	1531	3.965
## worst min-delay path by stage
stage              start              end  slack [ns]  depth (start not counted)
5_1_grt   rg_rd_addr2[1]  rg_rd_data2[17]        5.98                          6
4_1_cts   rg_rd_addr2[1]  rg_rd_data2[17]        5.96                          6
6_report  rg_rd_addr2[1]  rg_rd_data2[17]        5.89                          6
## where the power goes
group	leakage [nW]	total [mW]	switching [mW]	internal, mW
sequential	9.74	4.37	0.0997	4.27
clock	7.50	5.24	2.43	2.81
combinational	12.8	1.07	0.676	0.399
total	30.1	10.7	3.20	7.47
## per-stage QoR
stage          utilization, %  instance area, sq um  std cells  hold WS, ns  total power, mW
5_1_grt                 48.21                 67270       7601        5.982            11.33
4_1_cts                 48.21                 67270       7599        5.955            10.83
3_3_place_gp            42.55                 59370       6362        5.957            5.978
3_5_place_dp            42.55                 59370       6362        5.947            5.990
6_report                48.22                 67280       7604        5.886            10.68
2_1_floorplan               -                 56200       4641        4.941            5.514
No activity file was given, so power comes from the tool's default toggle rates.
